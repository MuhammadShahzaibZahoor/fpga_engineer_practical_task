$ cat config.mk
export PLATFORM = sky130hd
export DESIGN_NAME = top
export DESIGN_NICKNAME = top
export VERILOG_FILES = /design/flow/design.v
export SDC_FILE = /design/flow/constraint.sdc
export NUM_CORES = 4
export LEC_CHECK = 1
export CORE_UTILIZATION = 50
$ cat constraint.sdc
current_design top

set clk_period 2.5
set clk_io_pct 0.2

create_clock -name clk0 -period $clk_period [get_ports {clk}]

set non_clock_inputs [all_inputs -no_clocks]
set_input_delay [expr $clk_period * $clk_io_pct] -clock clk0 $non_clock_inputs
set_output_delay [expr $clk_period * $clk_io_pct] -clock clk0 [all_outputs]
$ cat design.v
`timescale 1ns / 1ps
module RAM(
    input clk,
    input rst,
    input [2:0] add,
    input wr,
   inout [7:0] data
    );
reg [7:0] mem [0:7];
always@(posedge clk or posedge rst)
begin
    if(rst) begin
        mem[0] <= 8'd90; mem[1] <= 8'd25; mem[2] <= 8'd60;
        mem[3] <= 8'd15; mem[4] <= 8'd30; mem[5] <= 8'd75;
        mem[6] <= 8'd45; mem[7] <= 8'd10;
    end else if(~wr) begin
        mem[add] <= data;
    end    
end
assign data = (wr) ? mem[add] : 8'dz;
endmodule
`timescale 1ns / 1ps
module controller
(
    input clk, 
    input rst,
    input start,
    output reg [2:0] add,
    output wr,
    inout [7:0] data,
    output reg done
);
reg [7:0] A,B;
reg [2:0] i, j;
reg [1:0] counter;
parameter IDLE  = 4'd0;
parameter RFW0   = 4'd13;
parameter RFW   = 4'd1;
parameter RSW   = 4'd2;
parameter RSW0   = 4'd12;
parameter COMP  = 4'd3;
parameter VLT   = 4'd4;
parameter VGT   = 4'd5;
parameter INC_I = 4'd6;
parameter INC_J = 4'd7;
parameter WFW   = 4'd8;
parameter WFW0   = 4'd14;
parameter WSW   = 4'd9;
parameter WSW0   = 4'd15;
parameter RFW2  = 4'd10;
parameter DONE  = 4'd11;
reg [3:0] ps,ns;
always@(posedge clk or posedge rst) begin
    if(rst) begin
        ps <= IDLE;  
    end else begin
        ps <= ns;
    end
end
always@(*) begin
    case(ps)
    IDLE: begin
        if(start) begin
            ns = RFW0;
        end else begin
            ns = ps;
        end 
    end
    RFW0: ns = RFW;
    RFW : begin
        if(counter == 2) begin
            ns = RSW0;   
        end else begin
            ns = ps;
        end
    end
    RSW0: ns = RSW;
    RSW : begin
        if(counter == 2) begin
            ns = COMP;  
        end else begin
            ns = ps;
        end
    end
    COMP : begin
        if(A > B) begin
            ns = VGT;
        end else begin
            ns = VLT;
        end
    end
    VGT : begin
        if(j == 7) begin
            if(i == 6) begin
                ns = DONE;
            end
            else begin
                ns = INC_I;
            end
        end
        else begin
            ns = INC_J;
        end
    end
    VLT : begin
        ns = WFW0;
    end
    WFW0 : begin
        ns = WFW;
    end 
    WFW : begin
        if(counter == 2) begin
            ns = WSW0;
        end else begin
            ns = ps;
        end
    end
WSW0 : begin
        ns = WSW;
    end
    WSW : begin
        if(counter == 2) begin
            ns = RFW2;
        end else begin
            ns = ps;
        end
    end
    RFW2 : begin
        if(j == 7) begin
            if(i == 6) begin
                ns = DONE;
            end
            else begin
                if(counter == 2) begin
                    ns = INC_I;
                end else begin
                    ns = ps;
                end
            end
        end 
        else begin
            if(counter == 2) begin
                ns = INC_J;
            end else begin
                ns = ps;
            end
        end
       end
    INC_I : begin
        ns = RFW0;
    end
    INC_J : begin
        ns = RSW0;
    end
    default : begin
        ns = IDLE;
    end 
    endcase
end
always@(posedge clk or posedge rst) begin
    if(rst) begin
        counter <= 0;
    end else begin
        if(counter == 2) begin
            counter <= 0;
        end else if (ps == WFW || ps == WSW) begin
            counter <= counter + 1;
        end else if (ps == RFW || ps == RSW || ps == RFW2) begin
            counter <= counter + 1;
        end else begin
            counter <= counter;
        end
    end
end
always@(posedge clk or posedge rst) begin
    if(rst) begin
        i <= 0; j <= 1;
    end else begin
        if(ps ==IDLE) begin
            i <= 0; j <= 1;
        end else if (ps == INC_I) begin
            i <= i + 1; j <= i + 2;
        end else if(ps == INC_J) begin
            j <= j + 1;
        end else begin
            i <= i; j <= j;
        end
    end
end
always@(posedge clk or posedge rst) begin
    if(rst) begin
        add <= 0;
    end else begin
        if(ps == RFW0 || ps == WFW0 || ps == RFW2) begin
            add <= i;
        end else if (ps == RSW0 || ps == WSW0) begin
            add <= j;
        end
    end
end
assign wr = (ps == WFW || ps == WSW) ? 0 : 1;
always@(posedge clk or posedge rst) begin
    if(rst) begin
        A <= 8'd0; B <= 8'd0;
    end else begin
        if(ps == IDLE) begin
            A <= 8'd0; B <= 8'd0;
        end else if(ps == RFW  || ps == RFW2) begin
            A <= data;
        end else if (ps == RSW) begin
            B <= data;
        end else begin
            A <= A; B <= B;
        end
    end
end
always@(posedge clk or posedge rst) begin
    if(rst) begin
        done <= 0;
    end else begin
        if(ps == DONE) begin
            done <= 1; 
        end else begin
            done <= 0;
        end 
    end
end 
assign data = (ps == WFW) ? B : (ps == WSW) ? A : 8'dz;
endmodule
`timescale 1ns / 1ps
module top (
    input clk,
    input rst,
    input start,
    output done
);
wire [2:0] add;
wire wr;
wire [7:0] data;
controller uut (
    .clk(clk),
    .rst(rst),
    .start(start),
    .add(add),
    .wr(wr),
    .data(data),
    .done(done)
);
RAM mem (
    .clk(clk),
    .rst(rst),
    .add(add),
    .wr(wr),
    .data(data)
);
endmodule
$ cat run.sh
#!/bin/bash
# OpenROAD 26Q1-2900-gdf79404cd8, Yosys 0.63+post, stock flow scripts
make -C /OpenROAD-flow-scripts/flow DESIGN_CONFIG=/design/flow/config.mk WORK_HOME=/design/flow/orfs finish
==> flow report <==
===============================================================================
Total standard cell area after synthesis .........................   1890 sq um
Number of hold buffers added after CTS ...........................            0
Max-capacitance violation count ..................................            0
List of cells traversed by the critical path ..................... clkdlybuf4s50_1
Final number of max-transition violations ........................            0
Buffers inserted by post-CTS timing repair .......................            0
Peak per-stage delay on the critical path ........................       450 ps
Clk slew on worst S/H paths ......................................        80 ps
Peak supply drop .................................................       396 uV
DR top layer .....................................................         met4
CTS Buffer Depth .................................................            2
Aggregate negative setup slack ...................................         0 ps
Area Overhead vs Synth ...........................................        10.4%
Final-report setup violation count ...............................            0
CTS tree .........................................................          yes
Max Clk Rate .....................................................    0.641 GHz
Post-cts gate resize count .......................................            0
Core footprint ...................................................   3470 sq um
Average cell area after synthesis ................................   10.6 sq um
Detailed placement HPWL ..........................................      1900 um
H-tree levels ....................................................            2
#FFs+latches synth ...............................................           41
Hold path startpoint ............................................. uut.ps[2]$_DFF_PP0_
Areal power density over the cells ...............................  620 nW/um^2
Wire length after detailed routing ...............................      2860 um
Yosys warning tally ..............................................           13
OpenROAD warnings ................................................           26
Req. time, crit path .............................................      2000 ps
Cell taking the most area after synthesis ........................      dfrtp_1
Hold endpoint .................................................... uut.ps[7]$_DFF_PP0_
Met2 wire length .................................................      1210 um
Status ........................................................... complete, no violations
Delay-heaviest family, CP ........................................ buffers and inverters
Die H ............................................................      63.5 um
Number of rows in the core area ..................................           21
Number of buffers and inverters on the critical path .............            1
Type of the worst setup path ..................................... flip-flop to output port
1st-pass router iterations .......................................            4
Chip Area, Yosys .................................................   1890 sq um
Initial antenna violation count ..................................            0
Global-route wire length before repair ...........................      5180 um
Worst Tran Pin Value .............................................       626 ps
Met3 Routed Length ...............................................       102 um
Number of cell instances after yosys synthesis ...................          179
Floorplan die area ...............................................   4040 sq um
Endpoint of the most critical register-to-register path .......... uut.ps[10]$_DFF_PP0_
Antenna-violating nets left ......................................            0
Cell Count, Final, Fillers Out ...................................          232
Area leader share ................................................        51.6%
GR Overflow Total ................................................            0
Total CTS buffers ................................................            5
Root buf cell ....................................................     clkbuf_8
Largest net degree at the start of global routing ................           42
Routed length on met1 ............................................      1500 um
Period minus WS final ............................................      1560 ps
Post-synthesis cell count ........................................          179
Sequential-to-total area share from yosys stat ...................        54.3%
Fraction of final layout cells sized beyond drive strength 1 .....        15.6%
Final design utilization .........................................        60.2%
Die X-Extent .....................................................      63.5 um
Reg-to-reg critical path startpoint .............................. uut.A[7]$_DFFE_PP0P_
I/O Buffers ......................................................            3
Leakage power figure .............................................      1.06 nW
Worst endpoint data arrival time .................................      1060 ps
Initial Util .....................................................        54.6%
Worst path setup slack after routing .............................       940 ps
Peak fanout along the critical path ..............................            1
Fill cells .......................................................          290
Crit. End Element ................................................  output port
Setup WS pre-CTS .................................................      1060 ps
Max-Slew Margin vs Limit .........................................        58.2%
ANT cells ........................................................            0
Final routed wire length divided by cell count ...................      12.3 um
Post-synth cell types ............................................           30
Main area contributors ........................................... dfrtp_1 52%, ha_1 7.9%, nor2_1 4.8%
Setup Skew .......................................................      3.46 ps
Kind of path behind the tightest hold check ...................... flip-flop to flip-flop
Clock Sink Count .................................................           41
Routability-driven placement congestion ratio ....................        0.822
Total global-route track usage ...................................        17.1%
Drt drc ..........................................................            0
# placed instances ...............................................          224
Number of global-route vias before repair ........................         1145
Setup slack, reg-to-reg ..........................................      1070 ps
Vias post-DR .....................................................         1165
Worst Setup Start Kind ...........................................    flip-flop
Total power ......................................................    0.00130 W
Clock network latency to the later pin of the worst-skew pair ....       290 ps
Average vias per placed instance .................................         5.02
Instance count along the most critical hold path .................            0
Number of endpoints with negative hold slack in the final report .            0
Setup repair after global routing missed its margin ..............           no
Critical-path top delay cell ..................................... clkdlybuf4s50_1
Depth of the most critical reg-to-reg path .......................            5
Iter 0 DRT Violations ............................................           76
Count of pins on the block boundary ..............................            4
Post-route clock period utilization ..............................        62.4%
===============================================================================
## logic make-up after synthesis
group	after synthesis	share of synthesized area [%]
xor gates and xnor gates	5	2.31
muxes	3	1.65
AOI/OAI and AO/OA	37	13.5
DFF	41	54.3
buffers and inverters	16	3.90
and+or+nand+nor	65	16.3
adders and majority gates	12	7.93
## layout make-up
| type | instances | area (sq um) | share of cell area (%) |
|---|---|---|---|
| timing repair buffer | 4 | 37.5 | 1.80 |
| tap | 46 | 57.6 | 2.75 |
| multi-input combinational | 122 | 791 | 37.8 |
| clock inverter | 3 | 65.1 | 3.11 |
| sequential | 41 | 1030 | 49.2 |
| inverter | 11 | 41.3 | 1.98 |
| clock buffer | 5 | 68.8 | 3.29 |
## Yosys cell counts
cell type  instances
a211oi_1           5
a21o_1             7
a21oi_1           12
a21oi_2            8
and2_1             4
buf_2              2
buf_4              1
buf_6              1
clkbuf_1           1
dfrtp_1           39
dfstp_2            2
ha_1              12
inv_1             11
mux2_1             1
mux2i_1            2
nand2_1           16
nand2_2            8
nand2b_1           3
nand3_1            2
nand4_1            2
nor2_1            24
nor2b_1            4
nor3_2             1
nor3b_1            1
o211ai_1           1
o21a_1             2
o21ai_0            1
o21ai_2            1
xnor2_1            2
xor2_1             3
## sequential cells by signal, indices dropped and copies added (netlist names)
name,flops
uut.j,3
uut.A,8
uut.i,3
uut.counter,2
uut.B,8
uut.ps,16
uut.done,1
## per-stage QoR
stage / hold slack [ps] / area, sq um
after floorplan: 331 / 1890
after global placement: 334 / 1960
after detailed placement: 341 / 1960
after CTS: 359 / 2090
after global routing: 365 / 2090
final: 355 / 2090
## worst max-delay path by stage
stage / end / start / cells after the start / slack [ps]
CTS: done / uut.done$_DFF_PP0_ / 1 / 920
global route: done / uut.done$_DFF_PP0_ / 1 / 910
finish: done / uut.done$_DFF_PP0_ / 1 / 940
## cells in the final DEF (no fill, tap or decap), types with 3 or more instances in the layout
cell type        Yosys  layout
clkdlybuf4s50_1      0       3
and2_1               4       4
clkbuf_8             0       5
a21oi_2              8       8
a21oi_1             12      12
inv_1               11      11
nor2_1              24      24
nand2_1             16      16
dfrtp_1             39      39
nor2b_1              4       4
nand2b_1             3       3
xor2_1               3       3
nand2_2              8       8
a211oi_1             5       5
ha_1                12      12
a21o_1               7       7
## metal layers
layer | track usage [%] | vias to the layer above
met5 | 0 | -
met4 | 2.56 | 0
li1 | - | 605
met1 | 28.7 | 542
met3 | 3.49 | 5
met2 | 24.9 | 13
## where the power goes
group	total [W]	switching, W	leakage (nW)	internal (W)
combinational	0.0000166	0.0000126	0.424	0.00000400
sequential	0.000663	0	0.566	0.000663
clock	0.000617	0.000221	0.0681	0.000396
total	0.00130	0.000233	1.06	0.00106
Power and IR drop assume default switching activity.
